--- /design/flow/design.v ---
`timescale 1 ns / 1 ns
module sram(dout, din, addr, wr, rd, cs);
  output [7:0] dout;
  input [7:0] din;
  input [7:0] addr;
  input wr, rd, cs;
  reg [7:0] mem [0:255];
  reg [7:0] data;
  assign dout = ( cs && !rd ) ? data : 8'bz;
  always @ (posedge wr)
  begin
    if(cs)
    mem[addr] <= din;
  end
  always @ (negedge rd)
  begin
    data <= mem[addr];
  end
endmodule
--- /design/flow/run.sh ---
#!/bin/bash
# OpenROAD 26Q1-2900-gdf79404cd8, Yosys 0.63+post, stock flow scripts
make -C /OpenROAD-flow-scripts/flow DESIGN_CONFIG=/design/flow/config.mk WORK_HOME=/design/flow/orfs finish
--- /design/flow/config.mk ---
export PLATFORM = sky130hd
export DESIGN_NAME = sram
export DESIGN_NICKNAME = sram
export VERILOG_FILES = /design/flow/design.v
export SDC_FILE = /design/flow/constraint.sdc
export NUM_CORES = 4
export LEC_CHECK = 1
export CORE_UTILIZATION = 40
--- /design/flow/constraint.sdc ---
current_design sram

set clk_period 16.6
set clk_io_pct 0.2

create_clock -name clk0 -period $clk_period [get_ports {rd}]
create_clock -name clk1 -period $clk_period [get_ports {wr}]

set non_clock_inputs [all_inputs -no_clocks]
set_input_delay [expr $clk_period * $clk_io_pct] -clock clk0 $non_clock_inputs
set_output_delay [expr $clk_period * $clk_io_pct] -clock clk0 [all_outputs]
==> flow_results.org <==
* Implementation run

** Synthesis
- Of the post-synthesis cell area, the dominant cell type holds 0.784.
- Predominant post-synthesis flop cell :: sky130_fd_sc_hd__edfxtp_1
- Per the synth stats, the proportion of register bits with asynchronous set or reset is 0.
- Cell variety after synth :: 22
- Number of flops mapped to enable cells by yosys :: 2048
- Per the synthesis report, the dominant area consumer among library cells is sky130_fd_sc_hd__edfxtp_1.
- The synthesized netlist handed to floorplanning was reported with a cell count of between 3000 and 4000.
- The warning tally printed by Yosys for this design is 2.
- Per the post-synthesis stats, the area per cell is 22.1 µm².
- In this run, synthesis produced a sequential element count of 2056.
- The synthesized netlist was found by Yosys to have between 3000 and 4000 cells.
- Yosys Chip Area :: 78500 µm²
- In this run the cell area of the synthesized design comes to slightly below 80000 µm².
- Synth top area cells :: sky130_fd_sc_hd__edfxtp_1 (78%), sky130_fd_sc_hd__mux4_2 (15%), sky130_fd_sc_hd__a22oi_1 (2.4%)
- The most common cell in the synthesized netlist is sky130_fd_sc_hd__edfxtp_1.
- Leading cell types by count after synthesis :: sky130_fd_sc_hd__edfxtp_1 (2048), sky130_fd_sc_hd__mux4_2 (512), sky130_fd_sc_hd__a22oi_1 (256)
- Sequential element share of the synthesized area :: 0.786

** Setup path
- Worst Path Class, Setup :: in2reg
- Worst setup slack for register-to-register paths :: about 5000 ps
- Number of cell instances on the worst register-to-register path :: 5
- The timing report shows the most common cell along the critical path to be sky130_fd_sc_hd__buf_4.
- The data required time reported for the critical path is 8430 ps.
- STA classifies the critical path startpoint as an input port.
- Worst path arrival time :: 6940 ps
- Chain of cells forming the critical path :: buf_8 -> buf_4 -> buf_4 -> mux4_2 -> a22oi_1 -> a21oi_1 -> o41ai_1 -> nand4_1
- Critical path fanouts, max :: 43
- The critical path's slowest stage uses the library cell sky130_fd_sc_hd__o41ai_1.
- The worst setup path is captured at a flip-flop.
- Maximum single-stage delay on the critical path :: 860 ps
- R2R Path End :: data[0]
- For the worst reg-to-reg path, the startpoint reported by OpenROAD is mem[200][0].

** Run
- Count of max-cap constraint violations :: 0
- OpenROAD warnings :: 38

** Die
- Pin placement for this block handled 27 I/O pins.
- The initial utilization of the core area, before any placement, comes to 0.402.
- The die is 445 µm tall.
- Chip area :: 198000 µm²
- Core Box Area :: 195000 µm²
- Chip Width :: 445 µm
- After floorplanning, the core was divided into 162 placement rows.

** Placed design
- Standard cell area after detailed placement :: between 80000 and 90000 µm²
- Detailed placement finished with a half-perimeter wire length of 111000 µm.
- The final weighted congestion recorded by global placement is 0.863.
- Count of buffers from port buffering :: 25
- After detailed placement, the design holds a cell count of 6156.

** Global route
- Largest net degree at the start of global routing :: 120
- The global route stage reports its total congestion overflow as 0.
- The first global-routing pass estimated between 200000 and 300000 µm of wire.
- Number of global-route vias before repair :: 40984
- Initial antenna violation count :: 1
- GRT Resource Usage Total :: 0.213

** Final timing
- Final setup vio count :: 0
- The final hold violation count recorded for this run is 0.
- RSZ-0062 raised after global routing :: no
- Final-report max-slew violation count :: 0
- The final layout reports a setup TNS of 0 ps.
- Worst-Margin Slew :: 1240 ps
- Worst-case headroom to the max-slew limit :: 0.161

** Finish
- The count of cells in the finished layout, fillers not included, comes to 6538.
- Utilization after layout :: 0.458
- Growth of design area from synthesis to finish :: 13.9%
- The finished cells cover slightly below 90000 µm².
- Layout cells sized above 1 :: 0.257

** CTS
- Post-CTS repair ended up resizing 0 cells.
- Clock tree synthesis found a total of 2056 sinks.
- TritonCTS clock tree :: done
- In this run the post-CTS setup repair buffer count came out at 0.
- Buffers inserted to repair hold after CTS numbered 0.
- Clock transition at the registers of the reported paths :: 60 ps

** Route
- Number of routed nets with antenna violations :: 0
- Routed via count :: roughly 37000
- Using the TritonRoute via totals, the vias-per-cell ratio works out to approximately 5.6.
- Number of remaining DRC errors :: 0
- In the final routed layout, each cell accounts on average for approximately 29 µm.
- Drt first-iter violations :: roughly 2800
- Sum of routed wire length over all layers :: 188000 µm
- Drt pass-1 iters :: 7

** Min path
- The worst hold path terminates at mem[160][6].
- Per the hold report, the tightest min-delay path originates at din[6].
- Counting instances, the worst hold path has a depth of 1.
- The path class of the tightest hold or removal check is in2reg.

** Status
- The run finished with clean final reports.

** Power and ir drop
- Leakage power summed over all cells :: around 27 nW
- Power density of the placed cells :: 121 nW/µm²
- Per the power-grid run, VDD falls by no more than 0.0926 mV.
## metal layers
layer | global-route usage | routed length (µm) | vias up
met2 | 0.311 | 89500 | 2046
met3 | 0.140 | 27900 | 314
met1 | 0.278 | 64000 | 19060
li1 | - | - | 15499
met5 | 0.0105 | 189 | -
met4 | 0.0539 | 6060 | 6
## cell usage in the layout, fill, tap and decap left out, drive strengths merged
master,synthesis,layout
edfxtp,2048,2048
mux4,512,512
a22oi,256,256
nor3,30,30
and2,3,3
a21oi,128,128
nor2b,7,7
diode,0,1
nand2b,6,6
nor2,232,232
o41ai,32,32
dfxtp,8,8
inv,2,13
nand4,8,8
nand3,13,13
clkdlybuf4s50,0,15
or2,2,2
bufinv,0,21
clkinvlp,0,8
or3,1,1
clkbuf,147,244
clkinv,0,97
buf,85,201
nand2,28,28
## state kept, by name (all words and copies together) (netlist names)
register	cells
mem	2048
data	8
## layout make-up
| type | instances | area, µm² |
|---|---|---|
| Multi-Input combinational cell | 1258 | 15800 |
| Sequential cell | 2056 | 61700 |
| Antenna cell | 1 | 2.50 |
| Tap cell | 2624 | 3280 |
| Inverter | 1 | 3.75 |
| Fill cell | 15992 | 106000 |
| Timing Repair Buffer | 216 | 1920 |
| Clock inverter | 138 | 1390 |
| Clock buffer | 244 | 5320 |
## critical path: cells and delay by family
family | cells | cell delay, ps
buffers and inverters | 3 | 1310
multiplexers | 1 | 600
AND-OR/OR-AND | 3 | 1430
AND/OR/NAND/NOR | 1 | 210
## how the worst max path moves through the flow
stage	cells after the start	endpoint	start
4_1_cts	8	data[5]	addr[0]
5_1_grt	8	data[0]	addr[0]
6_report	8	data[7]	addr[0]
## through the flow
stage          hold WS (ps)  total power, mW  worst slack (ps)
2_1_floorplan          3420             6.09              3090
3_3_place_gp           3750             6.32              1180
3_5_place_dp           3760             6.33              1240
4_1_cts                2840             10.9              1530
5_1_grt                2850             11.1              1270
6_report               2890             10.8              1490
## cell families after synthesis
kind of cell / share of synthesized area
AND-OR/OR-AND: 0.0362
AND/OR/NAND/NOR: 0.0173
flip-flops: 0.786
buffers and inverters: 0.0138
multiplexers: 0.147
## power breakdown
part,internal [mW],total [mW],switching [mW]
clock network,2.62,4.58,1.96
registers,5.72,5.73,0.0108
logic,0.168,0.473,0.305
Power is estimated from default activity; no workload was simulated.
