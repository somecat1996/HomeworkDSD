--- design/flow/config.mk ---
export PLATFORM = sky130hd
export DESIGN_NAME = ALU
export DESIGN_NICKNAME = ALU
export VERILOG_FILES = /design/flow/design.v
export SDC_FILE = /design/flow/constraint.sdc
export NUM_CORES = 4
export LEC_CHECK = 1
export CORE_UTILIZATION = 40
--- design/flow/constraint.sdc ---
current_design ALU

set clk_period 11.0
set clk_io_pct 0.2

create_clock -name clk0 -period $clk_period

set non_clock_inputs [all_inputs -no_clocks]
set_input_delay [expr $clk_period * $clk_io_pct] -clock clk0 $non_clock_inputs
set_output_delay [expr $clk_period * $clk_io_pct] -clock clk0 [all_outputs]
--- design/flow/design.v ---
`timescale 1 ns / 1 ns
module ALU(c_out, sum, oper, a, b, c_in);
  output reg c_out;
  output reg [7:0] sum;
  input [8*10:0] oper;
  input [7:0] a;
  input [7:0] b;
  input c_in;
  always @ (*)
  begin
    case(oper)
      "and":{c_out, sum} <= {1'b0, a} + {1'b0, b} + {8'b0, c_in};
      "abstract":{c_out, sum} <= {1'b0, a} + {1'b0, ~b} + {8'b0, c_in};
      "abstract_a":{c_out, sum} <= {1'b0, ~a} + {1'b0, b} + {1'b0, ~c_in};
      "or_ab":{c_out, sum} <= {1'b0, a|b};
      "and_ab":{c_out, sum} <= {1'b0, a&b};
      "not_ab":{c_out, sum} <= {1'b0, (~a)&b};
      "exor":{c_out, sum} <= {1'b0, a^b};
      "exnor":{c_out, sum} <= {1'b0, a~^b};
      default:{c_out, sum} <= 9'bx;
    endcase
  end
endmodule
--- design/flow/run.sh ---
#!/bin/bash
# OpenROAD 26Q1-2900-gdf79404cd8, Yosys 0.63+post, stock flow scripts
make -C /OpenROAD-flow-scripts/flow DESIGN_CONFIG=/design/flow/config.mk WORK_HOME=/design/flow/orfs finish
==> impl_metrics.yaml <==
# generated from flow reports
floorplanning:
  row_count: 26
  fp_util: 0.4189
  die_h_um: 75.37
  boundaryPins: 107
  core_mm2: 0.005140
  dieWidth_um: 75.37
  die_area_mm2: 0.005681
timing:
  tightest_slew_ps: 646.2
  relSlewSlack: 0.5652
  holdWs_ps: 5463
  timing.final.ws_setup_ps: 2789
  setup-tns-final_ps: 0
  timing_hold_violations_final: 0
  final.min_clock_period_ps: 8211
  final-max-slew-violation-count: 0
  grt_setup_unrepaired: "false"
  max_freq_ghz: 0.1218
  setup_viol: 0
  period_used_share: 0.7464
hold_path:
  hold_class: "in2out"
  min_from: "b[5]"
clock_network:
  cts_resized: 0
  cts_setup_buffers: 0
  holdBufCountCts: 0
yosys:
  netlist_instances: 306
  yosysUniqueCellTypes: 59
  yosysWarnings: 1
  syn_area_mm2: 0.002153
  ys_cells: 306
  synth-seq-area-share: 0
  avgSynthCellArea_um2: 7.037
  ys_area_mm2: 0.002153
global_routing:
  grt_max_degree: 15
  grtUsageMet1: 0.3669
  grtUsageMet2: 0.4563
  grt_usage: 0.2605
  grt_pass1_vias: 2528
  antenna_found_initial: 0
  grt_pass1_wl_um: 11410
  grt_overflow: 0
  grt_util_met3: 0.01877
  grt-busiest-layer: "met2"
detailed_routing:
  vias: 2679
  drc: 0
  first_iter_violations: 105
  first_pass_iters: 4
  vias_per_cell: 5.616
  diodes: 0
  finalWirelength_um: 7086
  ant_nets: 0
  wl_per_cell_um: 14.86
worst_setup_path:
  worst_setup_path_start_kind: "input pin"
  cp.required_ps: 8800
  criticalPathCategory: "in2out"
  worstSetupStartpoint: "oper[18]"
  crit_fanout: 14
  cp.arrival_ps: 6010
  cp-end-kind: "output pin"
place:
  dpl.hpwl_um: 6153
  io_buffers: 107
  routabilityCongestion: 0.9187
  pre_cts_ws_ps: 2819
layout:
  nClkBuffers: 0
  fill_cells: 474
  area_growth_pct: 52.93
  drive_gt1_frac: 0.04177
  n_sequential_cell: 0
  regArea_um2: 0
pwr:
  peakVddDrop_v: 0.00002054
  p_leak_nw: 1.332
  p_per_area_mw_per_mm2: 35.24
  fin_total_pwr_w: 0.0001161
run:
  tool_warnings: 55
  drv_cap: 0
status:
  outcome: "completed"
-- cell usage in the layout (no fill, tap or decap), drive strengths merged, types with 3 or more instances in the layout --
| cell | n |
|---|---|
| o21bai | 6 |
| and4 | 3 |
| a211oi | 3 |
| nor4bb | 4 |
| a211o | 4 |
| fa | 6 |
| a21oi | 14 |
| o21ba | 4 |
| a221oi | 4 |
| nand2 | 21 |
| ha | 29 |
| and3b | 3 |
| nor2 | 29 |
| mux2i | 5 |
| a21o | 4 |
| nand4 | 12 |
| xnor2 | 5 |
| nor2b | 5 |
| or3 | 5 |
| nand3 | 11 |
| or4 | 6 |
| o211ai | 3 |
| nor3b | 5 |
| o31ai | 3 |
| clkdlybuf4s50 | 107 |
| o22ai | 5 |
| nand2b | 3 |
| nor4b | 5 |
| and3 | 3 |
| nor4 | 13 |
| nor3 | 8 |
| o21ai | 10 |
| nand4b | 4 |
| nand3b | 3 |
| inv | 27 |
-- area by class of cell --
class	count	area [um2]	share of cell area
multi-input cells	271	2018	0.6128
repair buffers	109	1086	0.3298
inverters	27	101.3	0.03078
well taps	70	87.58	0.02660
-- critical path, cell delays in order --
cell and delay, ps:
clkdlybuf4s50_1 460, or4_4 550, or4_1 510, nor4_1 290
or3b_1 600, nand3_1 190, nor4b_2 100, buf_4 220
a21boi_0 120, or3_1 370, clkdlybuf4s50_1 410
-- layer usage --
layer	vias up	wire [um]	share of wire
met5	-	0	0
met4	0	40	0.0056
met3	4	447	0.063
met2	96	3345	0.47
met1	1208	3253	0.46
li1	1371	-	-
-- stage by stage --
step	std cells	cell area, um2	utilization
finish	477	3293	0.6407
global route	477	3293	0.6407
CTS	477	3293	0.6407
detailed placement	477	3293	0.6407
global placement	477	3293	0.6407
floorplan	306	2153	-
-- kinds of logic after synthesis --
logic type               Yosys count  synth area share
buffers and inverters             35           0.06566
XOR/XNOR                           5           0.02034
AND-OR/OR-AND                     75            0.2493
multiplexers                       6           0.02847
AND/OR/NAND/NOR                  150            0.4120
adder cells (fa/ha/maj)           35            0.2243
-- path summary, 6_finish.rpt --
check	slack (ps)	end	cells past startpoint
worst min-delay path	5460	sum[5]	3
worst max-delay path	2790	sum[4]	11
-- where the power goes --
group | internal (W) | switching (W) | leakage (nW) | total [W]
Combinational | 0.0000698 | 0.0000462 | 1.33 | 0.000116
Sequential | 0 | 0 | 0 | 0
Clock | 0 | 0 | 0 | 0
Total | 0.0000698 | 0.0000462 | 1.33 | 0.000116
-- synth_stat cells (6+ instances only) --
master	number	share of area
ha_1	29	0.17
nor2_1	29	0.051
inv_1	27	0.047
nand2_1	21	0.037
a21oi_1	14	0.033
nor4_1	13	0.038
nand4_1	12	0.035
nand3_1	10	0.023
o21ai_0	10	0.023
nor3_1	8	0.019
fa_1	6	0.056
o21bai_1	6	0.021
Power is estimated from default activity; no workload was simulated.
