## config.mk

```make
export PLATFORM = sky130hd
export DESIGN_NAME = LFSR
export DESIGN_NICKNAME = LFSR
export VERILOG_FILES = /design/flow/design.v
export SDC_FILE = /design/flow/constraint.sdc
export NUM_CORES = 4
export LEC_CHECK = 1
export CORE_AREA = 10 10 110 110
export DIE_AREA = 0 0 120 120
```

## constraint.sdc

```tcl
current_design LFSR

set clk_period 1.7
set clk_io_pct 0.2

create_clock -name clk0 -period $clk_period [get_ports {clk}]

set non_clock_inputs [all_inputs -no_clocks]
set_input_delay [expr $clk_period * $clk_io_pct] -clock clk0 $non_clock_inputs
set_output_delay [expr $clk_period * $clk_io_pct] -clock clk0 [all_outputs]
```

## design.v

```verilog
`timescale 1 ns / 1 ns
module LFSR(output reg [1:26] q,  
            input clk,            
            input rst_n,          
            input load,           
            input [1:26] din      
            );
  always @( posedge clk ) begin
    if ( ~rst_n )
      q <= 26'b0;
    else begin
      if (load)
        q <= (|din) ? din : 26'b1;
      else begin
        if ( q == 26'b0 )
          q <= 26'b1;
        else begin
          q[9:26] <= q[8:25];
          q[9] <= q[8] ^ q[26];
          q[8] <= q[7] ^ q[26];
          q[3:7] <= q[2:6];
          q[2] <= q[1] ^ q[26];
          q[1] <= q[26];
        end
      end
    end
  end
endmodule
```

## run.sh

```bash
#!/bin/bash
# OpenROAD 26Q1-2900-gdf79404cd8, Yosys 0.63+post, stock flow scripts
make -C /OpenROAD-flow-scripts/flow DESIGN_CONFIG=/design/flow/config.mk WORK_HOME=/design/flow/orfs finish
```

==> flow_summary.json <==
{
  "lay_top_count": "clkdlybuf4s50_1",
  "stdcell_count": 299,
  "rows": 36,
  "io_buffers": 54,
  "crit_required_ns": 1.36,
  "setup_viol": 0,
  "worstSetupPathType": "flop to primary output",
  "htreeDepth": 1,
  "via_per_inst": 3.318,
  "grt_pass1_vias": 1049,
  "wl_per_cell_microns": 13.19,
  "seq_area_sq_um": 521.8,
  "fp.dieW_microns": 120,
  "setup_slack_ns": 0.1629,
  "path_buffers": 1,
  "pre_cts_slack_ns": -0.01571,
  "timing.final.crit_share": 0.9042,
  "grt.total_usage": 0.05225,
  "setup_tns_ns": 0,
  "boundaryPins": 55,
  "cts_tree": "done",
  "combGateArea_sq_um": 605.6,
  "antenna_found_initial": 0,
  "topCellsByArea": "dfxtp_1, mux2i_1, nor2b_1",
  "rr_worst_depth": 4,
  "worstPathMaxFanout": 6,
  "tool_warnings": 25,
  "hold_path_depth": 2,
  "hold_viol_final": 0,
  "finalPower_mw": 1.480,
  "drc": 0,
  "slowest_stage": "clkdlybuf4s50_1",
  "cts_hold_buffers": 0,
  "top_area_cell": "dfxtp_1",
  "synth-cells-yosys": 110,
  "fillers": 1071,
  "synth_area_sq_um": 1167,
  "p_comb_frac": 0.191,
  "max_slew_margin": 0.7492,
  "cts_made_buffers": 3,
  "p_leak_nw": 0.7198,
  "clk_pin_slew_ns": 0.09,
  "place_congestion": 0.7963,
  "rsz0062_at_grt": "false",
  "yosys_warnings": 1,
  "power.internal_mw": 1.157,
  "final_layout_size_suffix_gt1_frac": 0.09036,
  "largestRegisters": "q: 26 flops",
  "min_period_ns": 1.537,
  "largest_register": "q",
  "fp-utilization": 0.1194,
  "hpwl_microns": 3324,
  "end_kind": "primary output",
  "synthToLayoutAreaGrowth_pct": 67.95,
  "netSwitchingPower_mw": 0.3235,
  "crit_family": "buffers and inverters",
  "first_iter_violations": 24,
  "layout_top_cells": "clkdlybuf4s50_1, dfxtp_1, mux2i_1, nor2b_1, nor4_1",
  "maxSlewViolCount": 0,
  "grt_first_pass_wirelength_microns": 5961,
  "cp.depth": 1,
  "fmax_ghz": 0.6506,
  "yosysSeqAreaShare": 0.4459,
  "clockBufferDepth": 2,
  "ys_types": 20,
  "postSynthCellCount": 110,
  "overflow": 0,
  "outcome": "complete, no violations",
  "cts.sinks": 26,
  "seqPwrFrac": 0.465,
  "largest_register_ffs": 26,
  "grt_max_degree": 27,
  "critPathLaunchType": "flop",
  "netSwitchingFraction": 0.2185,
  "hp-class": "flop to flop",
  "max_slew.worst_pin.slew_ns": 0.3728,
  "totalWireLength_microns": 3944,
  "yosysChipArea_sq_um": 1167,
  "crit_chain": "clkdlybuf4s50_1",
  "die_h_microns": 120,
  "critPathMaxStageDelay_ns": 0.51,
  "num_vias": 992,
  "cp.arrival_ns": 1.20,
  "root_buffer": "clkbuf_8",
  "top_area_frac": 0.4459,
  "dr.pass1.iters": 3,
  "ant_nets": 0,
  "ir_worst_vdd_uv": 426.4,
  "dp_cells": 295,
  "p_clk_frac": 0.344,
  "maxCapViolations": 0,
  "powerDensity_nw_per_um2": 755.1,
  "core-area_sq_um": 9774,
  "ys_ff": 26,
  "die_area_sq_um": 14400,
  "worst_hold_slack_ns": 0.5484,
  "clock_skew_ns": 0.002786,
  "clk-insertion-delay-late_ns": 0.27,
  "syn_area_per_cell_sq_um": 10.61,
  "antenna_cells": 0
}
-- metal layers --
metal	vias up	wire (microns)	global-route usage
li1	503	-	-
met1	460	1586	0.06016
met2	27	1953	0.09010
met3	2	388	0.02380
met4	0	16	0.005279
met5	-	0	0
-- area by class of cell --
| class | count | area share |
|---|---|---|
| clock buffers | 3 | 0.02106 |
| clock inverters | 1 | 0.01532 |
| multi-input cells | 78 | 0.3089 |
| flip-flops and latches | 26 | 0.2661 |
| well taps | 133 | 0.08488 |
| repair buffers | 58 | 0.3038 |
-- cells by family (layout without fill, tap and decap cells) --
| kind of cell | count (synthesis) | after routing | share of synthesized area |
|---|---|---|---|
| AND-OR/OR-AND | 5 | 5 | 0.02572 |
| XOR/XNOR | 3 | 3 | 0.02251 |
| buffers and inverters | 6 | 62 | 0.03536 |
| flip-flops | 26 | 26 | 0.4459 |
| multiplexers | 22 | 22 | 0.1886 |
| AND/OR/NAND/NOR | 48 | 48 | 0.2819 |
-- power groups by stage --
stage     clock network [mW]  registers [mW]  logic (mW)
4_1_cts                0.535           0.689       0.291
5_1_grt                0.562           0.696       0.311
6_report               0.510           0.688       0.283
-- final timing paths --
| kind | startpoint | endpoint | slack (ns) |
|---|---|---|---|
| setup / recovery | q[26] | q[26] | 0.16 |
| hold / removal | q[5] | q[6] | 0.55 |
| setup reg to reg | q[26] | q[26] | 0.46 |
| hold reg to reg | q[5] | q[6] | 0.55 |
-- stage by stage --
step                utilization  area, sq um
floorplan                     -         1167
CTS                      0.2005         1959
finish                   0.2006         1961
detailed placement       0.1932         1888
global route             0.2006         1961
global placement         0.1932         1888
-- synth_stat cells --
cell type  count
nand3_1        1
nor2b_1       22
nor4_1         8
o21ai_1        4
nor2_1         3
nand4_2        1
nand2_1        3
buf_6          2
nor4_2         3
dfxtp_1       26
and2b_1        1
o311a_1        1
and2_1         3
mux2i_1       22
buf_2          3
nand4_1        1
nand3_2        1
clkbuf_1       1
xnor2_1        3
nor4_4         1
-- timing repair --
action | 4_1_cts | 5_1_grt
endpoints found under the setup margin | 0 | 1
buffers inserted | 0 | 0
gates resized | 0 | 1
Power figures rest on the tool's default switching activity, not on a simulated workload.
